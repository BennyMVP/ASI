===== design/flow/design.v =====
`timescale 1ns/1ps
package nn_pkg;
 localparam int K_SIZE = 3;
 localparam int PROD_W = 17;
 localparam int ACC_CONV_W = PROD_W + $clog2(K_SIZE*K_SIZE);
 localparam int RES_W = ACC_CONV_W + 1;
 localparam int W_W = 8;
 localparam int ACC_FC_W = 40;
 localparam int SHIFT_NORM = 6;
endpackage
`timescale 1ns/1ps
import nn_pkg::*;
module nn_block_flat #(
 parameter int SHIFT_NORM = nn_pkg::SHIFT_NORM
)(
 input logic clk,
 input logic rst,
 input logic [80:0] win_flat,
 input logic signed [7:0] k00, k01, k02,
 input logic signed [7:0] k10, k11, k12,
 input logic signed [7:0] k20, k21, k22,
 input logic signed [7:0] bias,
 input logic signed [7:0] scale,
 input logic signed [7:0] offset,
 input logic signed [W_W-1:0] w0,
 input logic signed [W_W-1:0] w1,
 input logic signed [W_W-1:0] w2,
 output logic signed [RES_W-1:0] conv_result,
 output logic signed [RES_W-1:0] norm_result,
 output logic signed [ACC_FC_W-1:0] acc0,
 output logic signed [ACC_FC_W-1:0] acc1,
 output logic signed [ACC_FC_W-1:0] acc2
);
 function automatic logic signed [8:0] pix(input int idx);
 begin
 pix = $signed(win_flat[idx*9 +: 9]);
 end
 endfunction
 integer signed sum_temp;
 integer signed sum_next;
 always_comb begin
 sum_temp =
 pix(0)*k00 + pix(1)*k01 + pix(2)*k02 +
 pix(3)*k10 + pix(4)*k11 + pix(5)*k12 +
 pix(6)*k20 + pix(7)*k21 + pix(8)*k22;
 sum_next = (sum_temp <<< 1) + $signed(bias);
 end
 always_ff @(posedge clk) begin
 if (rst) conv_result <= '0;
 else conv_result <= sum_next[RES_W-1:0];
 end
 localparam int PROD_W = RES_W + 8;
 logic signed [PROD_W-1:0] prod;
 integer signed prod_shifted;
 integer signed sum_off;
 integer signed norm_next;
 always_comb begin
 prod = $signed(conv_result) * $signed(scale);
 if (SHIFT_NORM > 0) prod_shifted = $signed(prod) >>> SHIFT_NORM;
 else if (SHIFT_NORM < 0) prod_shifted = $signed(prod) <<< (-SHIFT_NORM);
 else prod_shifted = $signed(prod);
 sum_off = prod_shifted + $signed(offset);
 norm_next = (sum_off < 0) ? 0 : sum_off;
 end
 always_ff @(posedge clk) begin
 if (rst) norm_result <= '0;
 else norm_result <= norm_next[RES_W-1:0];
 end
 always_comb begin
 acc0 = $signed(norm_result) * $signed(w0);
 acc1 = $signed(norm_result) * $signed(w1);
 acc2 = $signed(norm_result) * $signed(w2);
 end
endmodule
`timescale 1ns/1ps
import nn_pkg::*;
module nn_image_top #(
 parameter int IMG_W = 8,
 parameter int IMG_H = 8
)(
 input logic clk,
 input logic rst,
 input logic in_valid,
 input logic signed [8:0] in_pixel,
 input logic signed [7:0] k00, k01, k02,
 input logic signed [7:0] k10, k11, k12,
 input logic signed [7:0] k20, k21, k22,
 input logic signed [7:0] bias,
 input logic signed [7:0] scale,
 input logic signed [7:0] offset,
 input logic signed [W_W-1:0] w0,
 input logic signed [W_W-1:0] w1,
 input logic signed [W_W-1:0] w2,
 output logic out_valid,
 output logic signed [RES_W-1:0] conv_result,
 output logic signed [RES_W-1:0] norm_result,
 output logic signed [ACC_FC_W-1:0] acc0,
 output logic signed [ACC_FC_W-1:0] acc1,
 output logic signed [ACC_FC_W-1:0] acc2,
 output logic [$clog2(IMG_W)-1:0] out_x,
 output logic [$clog2(IMG_H)-1:0] out_y
);
 logic win_valid;
 logic [80:0] win_flat;  
 logic [$clog2(IMG_W)-1:0] win_x;
 logic [$clog2(IMG_H)-1:0] win_y;
 window_gen_3x3_flat #(
 .IMG_W(IMG_W),
 .IMG_H(IMG_H)
 ) u_win (
 .clk (clk),
 .rst (rst),
 .in_valid (in_valid),
 .in_pixel (in_pixel),
 .win_valid(win_valid),
 .win_flat (win_flat),
 .out_x (win_x),
 .out_y (win_y)
 );
 nn_block_flat #(
 .SHIFT_NORM(SHIFT_NORM)
 ) u_core (
 .clk (clk),
 .rst (rst),
 .win_flat (win_flat),
 .k00(k00), .k01(k01), .k02(k02),
 .k10(k10), .k11(k11), .k12(k12),
 .k20(k20), .k21(k21), .k22(k22),
 .bias (bias),
 .scale (scale),
 .offset (offset),
 .w0(w0),
 .w1(w1),
 .w2(w2),
 .conv_result(conv_result),
 .norm_result(norm_result),
 .acc0(acc0),
 .acc1(acc1),
 .acc2(acc2)
 );
 logic [1:0] vpipe;
 logic [$clog2(IMG_W)-1:0] x_pipe0, x_pipe1;
 logic [$clog2(IMG_H)-1:0] y_pipe0, y_pipe1;
 always_ff @(posedge clk) begin
 if (rst) begin
 vpipe <= 2'b00;
 x_pipe0 <= '0; x_pipe1 <= '0;
 y_pipe0 <= '0; y_pipe1 <= '0;
 end else begin
 vpipe <= {vpipe[0], win_valid};
 if (win_valid) begin
 x_pipe0 <= win_x;
 y_pipe0 <= win_y;
 end
 x_pipe1 <= x_pipe0;
 y_pipe1 <= y_pipe0;
 end
 end
 assign out_valid = vpipe[1];
 assign out_x = x_pipe1;
 assign out_y = y_pipe1;
endmodule
`timescale 1ns/1ps
module window_gen_3x3_flat #(
 parameter int IMG_W = 8,
 parameter int IMG_H = 8
)(
 input logic clk,
 input logic rst,
 input logic in_valid,
 input logic signed [8:0] in_pixel,
 output logic win_valid,
 output logic [80:0] win_flat,  
 output logic [$clog2(IMG_W)-1:0] out_x,
 output logic [$clog2(IMG_H)-1:0] out_y
);
 logic signed [8:0] line1 [0:IMG_W-1];
 logic signed [8:0] line2 [0:IMG_W-1];
 logic signed [8:0] s0[0:2], s1[0:2], s2[0:2];
 int unsigned x, y;
 integer k;
 task automatic put9(input int idx, input logic signed [8:0] val);
 begin
 win_flat[idx*9 +: 9] <= val;
 end
 endtask
 always_ff @(posedge clk) begin
 if (rst) begin
 x <= 0; y <= 0;
 win_valid <= 0;
 out_x <= '0; out_y <= '0;
 win_flat <= '0;
 for (k = 0; k < IMG_W; k = k + 1) begin
 line1[k] <= '0;
 line2[k] <= '0;
 end
 for (k = 0; k < 3; k = k + 1) begin
 s0[k] <= '0; s1[k] <= '0; s2[k] <= '0;
 end
 end else begin
 win_valid <= 0;
 if (in_valid) begin
 s0[0] <= s0[1]; s0[1] <= s0[2]; s0[2] <= line2[x];
 s1[0] <= s1[1]; s1[1] <= s1[2]; s1[2] <= line1[x];
 s2[0] <= s2[1]; s2[1] <= s2[2]; s2[2] <= in_pixel;
 line2[x] <= line1[x];
 line1[x] <= in_pixel;
 if (y >= 2 && x >= 2) begin
 put9(0, s0[0]); put9(1, s0[1]); put9(2, s0[2]);
 put9(3, s1[0]); put9(4, s1[1]); put9(5, s1[2]);
 put9(6, s2[0]); put9(7, s2[1]); put9(8, s2[2]);
 win_valid <= 1;
 out_x <= x - 2;
 out_y <= y - 2;
 end
 if (x == IMG_W-1) begin
 x <= 0;
 if (y != IMG_H-1) y <= y + 1;
 end else begin
 x <= x + 1;
 end
 end
 end
 end
endmodule

===== design/flow/run.sh =====
#!/bin/bash
# OpenROAD 26Q1-2900-gdf79404cd8, Yosys 0.63+post, stock flow scripts
make -C /OpenROAD-flow-scripts/flow DESIGN_CONFIG=/design/flow/config.mk WORK_HOME=/design/flow/orfs finish

===== design/flow/config.mk =====
export PLATFORM = sky130hd
export DESIGN_NAME = nn_image_top
export DESIGN_NICKNAME = nn_image_top
export VERILOG_FILES = /design/flow/design.v
export SDC_FILE = /design/flow/constraint.sdc
export NUM_CORES = 4
export LEC_CHECK = 1
export CORE_UTILIZATION = 40
export SYNTH_HDL_FRONTEND = slang

===== design/flow/constraint.sdc =====
current_design nn_image_top

set clk_period 19.2
set clk_io_pct 0.2

create_clock -name clk0 -period $clk_period [get_ports {clk}]

set non_clock_inputs [all_inputs -no_clocks]
set_input_delay [expr $clk_period * $clk_io_pct] -clock clk0 $non_clock_inputs
set_output_delay [expr $clk_period * $clk_io_pct] -clock clk0 [all_outputs]

==> notes.md <==
Implementation results. Static timing analysis puts the maximum clock frequency at 0.0702 GHz. Count of library flops with an enable pin landed at 225. In this run, synthesis produced a sequential element count of 438. Per the CTS log, the maximum H-tree level is 2. Compound-gate portion of the synthesized area landed at 5.73%. The most used flip-flop cell after synthesis is sky130_fd_sc_hd__edfxtp_1. Largest driver fanout on the critical path landed at 18.

Of the total synthesized cell area, the portion taken by AND, OR, NAND and NOR gates is 17.7%. The worst setup path is of the in2out kind. At the worst endpoint, the required time is 15360 ps. First-pass GRT wire length landed at 276000 um.

The global route stage reports its total congestion overflow as 0. Looking at hold timing, the worst path starts from vpipe[0]. Top-level I/O count landed at 303. According to the timing report, the critical path is launched from w1[7]. TritonCTS buffer count landed at 50.

Area of the core landed at 175000 um2. Number of instances resized during post-cts repair landed at 0. Fraction of synthesized cell area taken by the top area cell type landed at 34.8%.

The routed design could run at a clock period as short as 14240 ps. Among the non-sequential cells, adder cells take the most area. The clock drives 438 sinks. Of all cell types, the one taking the most synthesized area is sky130_fd_sc_hd__fa_1. The die is 422 um wide. Via count of the first global-routing pass landed at 51.2k. Average wire per cell in the routed design landed at 16.6 um. The routed layout reports a DRC error count of 0.

The final critical path takes up 74.1% of the cycle. Pins over their slew limit in the final report were tallied at 0. The worst setup path is launched from an input port. TritonCTS built the clock tree. Total of endpoints with negative setup slack in the final report landed at 0.

For this run, asynchronously set or reset flops after synthesis account for 0%. Maximum clock path buffer count landed at 3. The final report gives the core utilization as 44.5%. Yosys stat chip area landed at 70600 um2.

Count of endpoints failing hold in the final timing report landed at 0. Starting utilization of the core area landed at 40.5%. For the final database, setup skew stands at 48.9 ps.

Per the OpenROAD floorplan log, the height of the die is 422 um. Layout-stage area growth over the synthesis result landed at 9.90%. In this run the critical register-to-register path is launched from u_win.win_flat[31]. Layout cell share with drive strength beyond 1 landed at 2.86%. In the global route stage, overall resource usage came out at 20.7%.

Setup repair after global routing left no endpoint under its margin. Number of rows in the core area landed at 153. Multiplexer share of the synthesized area landed at 1.52%. The congestion estimate from routability-driven global placement came to 0.927. OpenROAD warning count landed at 30. At the worst endpoint, the arrival time is 10400 ps. Port buffering added 302 buffers. Detailed-route vias per instance landed at 4.80. For reference, the top cells by area after synthesis are sky130_fd_sc_hd__fa_1, sky130_fd_sc_hd__ha_1, sky130_fd_sc_hd__edfxtp_1. Cell count in the Yosys report landed at 7534. Total detailed-routing wirelength landed at 167000 um. Static leakage landed at 35.7 nW. Minimum hold slack landed at 449 ps. In this run the post-CTS setup repair buffer count came out at 0.

Per the synthesis report, the number of distinct cell types is 82. The iteration count recorded for the first detailed-route pass is 7. By instance count, the leading cell after synthesis is sky130_fd_sc_hd__inv_1. Per-instance average area after synthesis landed at 9.38 um2. The violation tally recorded at the end of detailed-routing iteration 0 is 1791. The worst setup path is captured at an output pin.

Count of fill cells added during filler insertion landed at 16.5k. Setup total negative slack on the finished layout was measured at 0 ps. Count of yosys warnings during synthesis landed at 0.

The wire-length estimate of the detail-placed layout is 138000 um. Summing the areas of all xor and xnor instances in the mapped netlist gives 4.59% of the synthesized area. Initial antenna violation count landed at 29.

For this design the ratio of total power to cell area is 189 nW/um2. At the pin with the least slew margin, the transition time is 890 ps. The overall die size recorded for this design is 178000 um2. The commonest cells after synthesis are sky130_fd_sc_hd__inv_1, sky130_fd_sc_hd__fa_1, sky130_fd_sc_hd__and2_1. Nets still carrying antenna violations after routing amount to 0.

Looking at the VDD voltage map, the peak drop is 0.297 mV. Cell count after synthesis landed at 7534. In this run, post-CTS hold repair placed 0 buffers. The tree is rooted in a sky130_fd_sc_hd__clkbuf_16. Maximum number of pins on one net before global-route repair landed at 73. The run finished with clean final reports. Summing the areas of all fa, ha and maj instances in the mapped netlist gives 45.0% of the synthesized area. For reference, the clock transition at the flip-flops on the worst setup and hold paths is 50 ps. Per the run summary, max-cap violations total 0.

Worst-skew pair later-pin latency landed at 640 ps. Netlist area before placement landed at 70600 um2. Summing over every cut layer, the via total after detailed routing is 48.3k. Worst relative slew slack landed at 40.5%. According to the hold report, the worst path is of the reg2reg type. Sequential cells were found to cover 15.6% of the synthesized design area.
metal layers:
layer | vias up | share of wire [%] | track usage, %
met5 | - | 0.079 | 0
met4 | 20 | 2.4 | 4.16
met3 | 196 | 7.6 | 6.84
met2 | 1021 | 48 | 32.7
met1 | 23699 | 42 | 29.0
li1 | 23374 | - | -
sequential cells by signal, indices dropped and copies added (netlist names), named ones only:
name	count
u_win.win_flat	81
u_win.line1	72
u_win.line2	72
u_win.x	32
u_win.y	32
u_win.s0	27
u_win.s1	27
u_win.s2	27
u_core.conv_result	22
u_core.norm_result	22
out_x	3
out_y	3
u_win.out_x	3
u_win.out_y	3
x_pipe0	3
y_pipe0	3
vpipe	2
u_win.win_valid	1
worst paths after layout:
check	end	slack, ps	depth (start not counted)
max	acc1[26]	4960	20
min	vpipe[1]	450	1
max reg2reg	u_core.conv_result[21]	9490	36
min reg2reg	vpipe[1]	450	1
layout make-up:
type	count	area [um2]	share of cell area, %
multi-input combinational	5277	52700	67.9
sequential	438	11000	14.2
inverter	1550	5820	7.50
timing repair buffer	366	3500	4.51
tap	2325	2910	3.75
clock buffer	59	1310	1.68
clock inverter	34	369	0.475
antenna	9	22.5	0.0290
power by group:
part	internal (mW)	switching (mW)
combinational	6.10	6.45
sequential	1.09	0.0603
clock	0.548	0.423
critical path, stage by stage:
cell and delay (ps):
sky130_fd_sc_hd__clkdlybuf4s50_1 960, sky130_fd_sc_hd__inv_1 350, sky130_fd_sc_hd__fa_1 560, sky130_fd_sc_hd__fa_1 520, sky130_fd_sc_hd__inv_1 60, sky130_fd_sc_hd__fa_1 520
sky130_fd_sc_hd__inv_1 40, sky130_fd_sc_hd__fa_1 470, sky130_fd_sc_hd__inv_1 40, sky130_fd_sc_hd__ha_1 330, sky130_fd_sc_hd__o21a_1 190, sky130_fd_sc_hd__o31a_1 140
sky130_fd_sc_hd__o211ai_1 240, sky130_fd_sc_hd__a21oi_1 150, sky130_fd_sc_hd__o2111ai_1 420, sky130_fd_sc_hd__a21oi_1 170, sky130_fd_sc_hd__o21ai_1 290, sky130_fd_sc_hd__or4b_1 460
sky130_fd_sc_hd__o311ai_0 110, sky130_fd_sc_hd__clkdlybuf4s50_1 520
logic make-up after synthesis:
family                     after synthesis
buffers and inverters                 1819
adders and majority gates             1806
DFF                                    438
and+or+nand+nor                       2418
AOI/OAI and AO/OA                      621
muxes                                   62
xor gates and xnor gates               370
cell usage in the layout (no fill, tap or decap), types with 121 or more instances in the layout:
| cell | count |
|---|---|
| sky130_fd_sc_hd__a21oi_1 | 223 |
| sky130_fd_sc_hd__and2_1 | 907 |
| sky130_fd_sc_hd__clkdlybuf4s50_1 | 301 |
| sky130_fd_sc_hd__dfxtp_1 | 212 |
| sky130_fd_sc_hd__edfxtp_1 | 225 |
| sky130_fd_sc_hd__fa_1 | 1227 |
| sky130_fd_sc_hd__ha_1 | 579 |
| sky130_fd_sc_hd__inv_1 | 1549 |
| sky130_fd_sc_hd__nand2_1 | 654 |
| sky130_fd_sc_hd__nand2b_1 | 140 |
| sky130_fd_sc_hd__nor2_1 | 399 |
| sky130_fd_sc_hd__xnor2_1 | 249 |
| sky130_fd_sc_hd__xor2_1 | 121 |
per-stage QoR:
stage	cell area, um2	power [mW]	std cells	worst slack (ps)
6_report	77600	14.7	10058	4960
5_1_grt	77600	16.4	10055	4550
4_1_cts	77600	14.9	10049	5010
3_5_place_dp	75900	13.8	9956	5020
3_3_place_gp	75900	13.7	9956	5060
2_1_floorplan	70600	9.71	7534	6360
Power is estimated from default activity; no workload was simulated.
