==> flow/design.v <==
`timescale 1ns/1ps
package nn_pkg;
 localparam int K_SIZE = 3;
 localparam int PROD_W = 17;
 localparam int ACC_CONV_W = PROD_W + $clog2(K_SIZE*K_SIZE);
 localparam int RES_W = ACC_CONV_W + 1;
 localparam int W_W = 8;
 localparam int ACC_FC_W = 40;
 localparam int SHIFT_NORM = 6;
endpackage
`timescale 1ns/1ps
module norm_relu #(
 parameter int IN_W = 22,
 parameter int SCALE_W = 8,
 parameter int OFFSET_W = 8,
 parameter int OUT_W = IN_W,
 parameter int SHIFT = 0
)(
 input logic clk,
 input logic rst,
 input logic signed [IN_W-1:0] conv_val,
 input logic signed [SCALE_W-1:0] scale,
 input logic signed [OFFSET_W-1:0] offset,
 output logic signed [OUT_W-1:0] norm_relu_val
);
 localparam int PROD_W = IN_W + SCALE_W;
 localparam int SUM_W = (PROD_W > OFFSET_W ? PROD_W : OFFSET_W) + 1;
 logic signed [PROD_W-1:0] prod;
 logic signed [SUM_W-1:0] prod_shifted;
 logic signed [SUM_W-1:0] offset_ext;
 logic signed [SUM_W-1:0] sum_with_off;
 always @(*) begin
 prod = conv_val * scale;
 offset_ext = {{(SUM_W-OFFSET_W){offset[OFFSET_W-1]}}, offset};
 if (SHIFT > 0)
 prod_shifted = prod >>> SHIFT;
 else if (SHIFT < 0)
 prod_shifted = prod <<< (-SHIFT);
 else
 prod_shifted = prod;
 sum_with_off = prod_shifted + offset_ext;
 end
 always_ff @(posedge clk) begin
 if (rst)
 norm_relu_val <= '0;
 else if (sum_with_off < 0)
 norm_relu_val <= '0;
 else
 norm_relu_val <= sum_with_off[OUT_W-1:0];
 end
endmodule
`timescale 1ns/1ps
module conv2d #(
 parameter int K_SIZE = 3,
 parameter int PROD_W = 17,
 parameter int ACC_W = PROD_W + $clog2(K_SIZE*K_SIZE),
 parameter int RES_W = ACC_W + 1
)(
 input logic clk,
 input logic rst,
 input logic signed [8:0] windowImg [0:K_SIZE-1][0:K_SIZE-1],
 input logic signed [7:0] kernelCoeff [0:K_SIZE-1][0:K_SIZE-1],
 input logic signed [7:0] bias,
 output logic signed [RES_W-1:0] result
);
 logic signed [ACC_W-1:0] sum_temp;
 logic signed [RES_W-1:0] sum_shifted;
 integer i, j;
 always_comb begin
 sum_temp = '0;
 for (i = 0; i < K_SIZE; i++) begin
 for (j = 0; j < K_SIZE; j++) begin
 sum_temp = sum_temp + windowImg[i][j] * kernelCoeff[i][j];
 end
 end
 sum_shifted = {sum_temp, 1'b0};
 end
 always_ff @(posedge clk) begin
 if (rst)
 result <= '0;
 else
 result <= sum_shifted + bias;
 end
endmodule
`timescale 1ns/1ps
module c_acc #(
 parameter int IN_W = 22,
 parameter int W_W = 8,
 parameter int ACC_W = 40
)(
 input logic signed [IN_W-1:0] norm_val,
 input logic signed [W_W-1:0] weight0,
 input logic signed [W_W-1:0] weight1,
 input logic signed [W_W-1:0] weight2,
 output logic signed [ACC_W-1:0] acc0,
 output logic signed [ACC_W-1:0] acc1,
 output logic signed [ACC_W-1:0] acc2
);
 always_comb begin
 acc0 = norm_val * weight0;
 acc1 = norm_val * weight1;
 acc2 = norm_val * weight2;
 end
endmodule
`timescale 1ns/1ps
import nn_pkg::*;
module nn_block #(
 parameter int K_SIZE = nn_pkg::K_SIZE,
 parameter int PROD_W = nn_pkg::PROD_W,
 parameter int ACC_CONV_W = nn_pkg::ACC_CONV_W,
 parameter int RES_W = nn_pkg::RES_W,
 parameter int W_W = nn_pkg::W_W,
 parameter int ACC_FC_W = nn_pkg::ACC_FC_W,
 parameter int SHIFT_NORM = nn_pkg::SHIFT_NORM
)(
 input logic clk,
 input logic rst,
 input logic signed [8:0] windowImg [0:K_SIZE-1][0:K_SIZE-1],
 input logic signed [7:0] kernelCoeff [0:K_SIZE-1][0:K_SIZE-1],
 input logic signed [7:0] bias,
 input logic signed [7:0] scale,
 input logic signed [7:0] offset,
 input logic signed [W_W-1:0] weight [0:2],
 output logic signed [RES_W-1:0] conv_result,
 output logic signed [RES_W-1:0] norm_result,
 output logic signed [ACC_FC_W-1:0] acc0,
 output logic signed [ACC_FC_W-1:0] acc1,
 output logic signed [ACC_FC_W-1:0] acc2
);
 logic signed [RES_W-1:0] mid_conv;
 logic signed [RES_W-1:0] mid_norm;
 conv2d #(
 .K_SIZE (K_SIZE),
 .PROD_W (PROD_W),
 .ACC_W (ACC_CONV_W),
 .RES_W (RES_W)
 ) u_conv2d (
 .clk (clk),
 .rst (rst),
 .windowImg (windowImg),
 .kernelCoeff(kernelCoeff),
 .bias (bias),
 .result (mid_conv)
 );
 norm_relu #(
 .IN_W (RES_W),
 .SCALE_W (8),
 .OFFSET_W (8),
 .OUT_W (RES_W),
 .SHIFT (SHIFT_NORM)
 ) u_norm_relu (
 .clk (clk),
 .rst (rst),
 .conv_val (mid_conv),
 .scale (scale),
 .offset (offset),
 .norm_relu_val(mid_norm)
 );
 c_acc #(
 .IN_W (RES_W),
 .W_W (W_W),
 .ACC_W (ACC_FC_W)
 ) u_c_acc (
 .norm_val (mid_norm),
 .weight0 (weight[0]),
 .weight1 (weight[1]),
 .weight2 (weight[2]),
 .acc0 (acc0),
 .acc1 (acc1),
 .acc2 (acc2)
 );
 assign conv_result = mid_conv;
 assign norm_result = mid_norm;
endmodule
==> flow/run.sh <==
#!/bin/bash
# OpenROAD 26Q1-2900-gdf79404cd8, Yosys 0.63+post, stock flow scripts
make -C /OpenROAD-flow-scripts/flow DESIGN_CONFIG=/design/flow/config.mk WORK_HOME=/design/flow/orfs finish
==> flow/config.mk <==
export PLATFORM = sky130hd
export DESIGN_NAME = nn_block
export DESIGN_NICKNAME = nn_block
export VERILOG_FILES = /design/flow/design.v
export SDC_FILE = /design/flow/constraint.sdc
export NUM_CORES = 4
export LEC_CHECK = 1
export CORE_UTILIZATION = 30
export SYNTH_HDL_FRONTEND = slang
==> flow/constraint.sdc <==
current_design nn_block

set clk_period 17.8
set clk_io_pct 0.2

create_clock -name clk0 -period $clk_period [get_ports {clk}]

set non_clock_inputs [all_inputs -no_clocks]
set_input_delay [expr $clk_period * $clk_io_pct] -clock clk0 $non_clock_inputs
set_output_delay [expr $clk_period * $clk_io_pct] -clock clk0 [all_outputs]
==> impl_metrics.json <==
{
  "overall_overflow_remaining_after_global_route": 0,
  "main_area_contributors": "fa_1, ha_1, inv_1",
  "netlist_area_um2": 54700,
  "enable_flop_cells": 0,
  "crit_chain": "clkdlybuf4s50_1, inv_1, fa_1, fa_1, inv_1, fa_1, inv_1, fa_1, inv_1, ha_1, o21a_1, o31a_1, o41ai_2, nand2_1, a211o_1, a211o_1, or3b_1, a31oi_1, xnor2_1, clkdlybuf4s50_1",
  "buffering_stage_count_on_the_worst_path_with_inverters_included": 6,
  "worstMarginPinSlew_ns": 0.966,
  "top_level_ports": 367,
  "route.detailed.vias_per_inst": 4.41,
  "layout_worst_path_cycle_share_pct": 77.6,
  "hold_buffers": 0,
  "global_route_wire_length_before_repair_mm": 218,
  "synth.area.mux_share_pct": 0.0777,
  "placement.io_buffers": 366,
  "synth.cells.most_frequent": "inv_1, fa_1, and2_1",
  "yosys_register_bits": 44,
  "post_synth_ao_oa_area_fraction_pct": 6.06,
  "placementRows": 156,
  "finalHoldViolCount": 0,
  "fin_skew_ns": 0.0113,
  "final_util_pct": 33.8,
  "async_flop_share_pct": 0,
  "worst_path_largest_cell_delay_ns": 1.02,
  "h-tree-depth": 2,
  "tritoncts_num_sinks": 44,
  "slew_viol_final": 0,
  "drt_iter0_drc": 1414,
  "yosysCellCount": 6181,
  "layout.filler_cells": 18200,
  "critPathCaptureType": "primary output",
  "synth_cells": 6181,
  "die_area_um2": 184000,
  "gpl.final_weighted_congestion": 0.907,
  "path_max_fanout": 17,
  "detailed_place_hpwl_mm": 116,
  "number_of_warnings_in_the_stage_logs": 25,
  "rsz_0062_raised_after_global_routing": "no",
  "yosys.cell_count.top_type": "inv_1",
  "post_dp_cell_area_um2": 60900,
  "average_routed_wire_per_standard_cell_um": 14.7,
  "die-width_um": 429,
  "pin_count_of_the_biggest_net_entering_global_routing": 26,
  "synth_xor_xnor_area_share_pct": 4.99,
  "timing.slew.headroom_pct": 35.4,
  "synth_seq_share_pct": 1.61,
  "finalInstanceArea_um2": 61100,
  "critPathTopFamily": "adder cells",
  "chipHeight_um": 429,
  "largest_area_cell": "fa_1",
  "syn_avg_cell_area_um2": 8.86,
  "grtUsageTotal_pct": 15.4,
  "vias": 38800,
  "timing.critical_path.from_type": "input port",
  "core_area_um2": 181000,
  "clkLatencyLatePin_ns": 0.31,
  "timing.setup.critical_path_class": "input port to primary output",
  "drive_gt1_share_pct": 0.996,
  "clock_tree_from_tritoncts": "done",
  "timing.critical_path.arrival_ns": 10.25,
  "yosysWarningCount": 0,
  "crit_required_ns": 14.24,
  "cts_post_setup_buffers_inserted": 0,
  "min_path_type": "register to register",
  "fp_util_pct": 30.2,
  "yosys_most_used_dff": "dfxtp_1",
  "post_cts_resized": 0,
  "post_synth_fa_ha_maj_area_fraction_pct": 57.9,
  "synthDistinctLibCells": 63,
  "clock.fmax_mhz": 72.4,
  "root_buffer": "clkbuf_16",
  "numCtsBuffers": 5,
  "drt_wl_total_mm": 129,
  "crit_path_slowest_cell": "clkdlybuf4s50_1",
  "simple_gate_area_share_pct": 17.2,
  "ant_nets": 0,
  "antenna_found_initial": 9,
  "min_period_ns": 13.81,
  "cap_violations": 0,
  "post-synth-top-area-fraction_pct": 44.9,
  "area_growth_syn_to_layout_pct": 11.6,
  "run_status": "finished, final reports clean",
  "post_synth_area_from_yosys_stat_um2": 54700,
  "first_global_vias": 41400,
  "firstDrtPassIters": 5,
  "clk_pin_slew_worst_paths_ns": 0.07,
  "setup-tns-final_ns": 0,
  "top_logic_kind": "adder cells",
  "finalSetupViolCount": 0,
  "cts_buffer_depth": 2,
  "number_of_remaining_drc_errors": 0
}
stage by stage:
step                instances  hold WS (ns)  setup WS [ns]
global route             8800          1.81           3.47
finish                   8801          1.60           3.99
CTS                      8797          1.69           3.78
global placement         8789          1.67           3.86
floorplan                6181          1.23           5.98
detailed placement       8789          1.66           3.83
cells by family after synthesis:
group	after synthesis
adders and majority gates	1797
and+or+nand+nor	1787
buffers and inverters	1734
AOI/OAI and AO/OA	503
xor gates and xnor gates	312
DFF	44
muxes	4
worst reg2reg max path, cell delays in order (launching register included):
cell and delay (ns):
dfxtp_1 0.43, and2_1 0.24, fa_1 0.53, inv_1 0.06
fa_1 0.49, fa_1 0.49, inv_1 0.05, fa_1 0.43
ha_1 0.36, a21o_1 0.20, a221o_1 0.38, a221oi_1 0.34
o32a_1 0.29, a211oi_1 0.11, o41ai_2 0.38, o21bai_1 0.16
a21oi_1 0.19, xnor2_1 0.14, ha_1 0.28, a21o_1 0.17
a211oi_1 0.20, o21ai_0 0.11, o21ai_1 0.38, o41a_1 0.72
nor2b_1 0.10, mux2_2 0.28
final cells by class:
| class | count | area (µm²) | share of cell area [%] |
|---|---|---|---|
| Timing Repair Buffer | 403 | 3940 | 6.45 |
| Antenna cell | 4 | 10.0 | 0.0164 |
| Sequential cell | 44 | 881 | 1.44 |
| Tap cell | 2370 | 2970 | 4.85 |
| Multi-Input combinational cell | 4403 | 47200 | 77.3 |
| Clock inverter | 3 | 46.3 | 0.0758 |
| Clock buffer | 5 | 125 | 0.205 |
| Inverter | 1569 | 5890 | 9.64 |
final timing paths:
kind	start	slack, ns	cells past startpoint	endpoint
setup reg to reg	u_conv2d.result[11]$_SDFF_PP0_	10.19	25	u_norm_relu.norm_relu_val[21]$_SDFF_PP0_
hold / removal	u_conv2d.result[0]$_SDFF_PP0_	1.60	7	u_norm_relu.norm_relu_val[0]$_SDFF_PP0_
setup / recovery	weight[7]	3.99	20	acc2[28]
hold reg to reg	u_conv2d.result[0]$_SDFF_PP0_	1.60	7	u_norm_relu.norm_relu_val[0]$_SDFF_PP0_
per-layer routing:
layer / share of wire, % / vias up / global-route usage (%)
met5: 0.021 / - / 0.0260
met4: 1.4 / 4 / 1.89
met3: 5.9 / 73 / 3.76
met2: 52 / 844 / 27.0
met1: 41 / 19100 / 20.0
li1: - / 18800 / -
sequential cells by signal, summed over array words and instances, names as in the netlist:
name and flops:
u_norm_relu.norm_relu_val 22, u_conv2d.result 22
placed cells by master, fill, tap and decap left out, drive strengths merged, types with 4 or more instances in the layout:
cell	netlist	routed
nand3b	9	9
a21oi	150	150
o21ai	83	83
nor2b	34	34
nand4	12	12
buf	32	37
and3	11	11
a31oi	18	18
inv	1569	1570
a21o	88	88
a31o	4	4
o21a	22	22
o2111ai	14	14
dfxtp	44	44
ha	570	570
or3	9	9
xor2	74	74
o41a	13	13
or2	10	10
nor3b	5	5
o41ai	6	6
a211o	4	4
clkbuf	133	5
nor3	38	38
o31ai	7	7
nor2	202	202
o21bai	41	41
and2	795	795
a21boi	4	4
fa	1227	1227
diode	0	4
a221oi	4	4
nand2b	143	143
nand2	460	460
xnor2	238	238
clkdlybuf4s50	0	366
a211oi	19	19
nand3	51	51
