File: config.mk
export PLATFORM = sky130hd
export DESIGN_NAME = window_gen_3x3
export DESIGN_NICKNAME = window_gen_3x3
export VERILOG_FILES = /design/flow/design.v
export SDC_FILE = /design/flow/constraint.sdc
export NUM_CORES = 4
export LEC_CHECK = 1
export CORE_UTILIZATION = 40
export SYNTH_HDL_FRONTEND = slang
File: constraint.sdc
current_design window_gen_3x3

set clk_period 9.5
set clk_io_pct 0.2

create_clock -name clk0 -period $clk_period [get_ports {clk}]

set non_clock_inputs [all_inputs -no_clocks]
set_input_delay [expr $clk_period * $clk_io_pct] -clock clk0 $non_clock_inputs
set_output_delay [expr $clk_period * $clk_io_pct] -clock clk0 [all_outputs]
File: design.v
`timescale 1ns/1ps
package nn_pkg;
 localparam int K_SIZE = 3;
 localparam int PROD_W = 17;
 localparam int ACC_CONV_W = PROD_W + $clog2(K_SIZE*K_SIZE);
 localparam int RES_W = ACC_CONV_W + 1;
 localparam int W_W = 8;
 localparam int ACC_FC_W = 40;
 localparam int SHIFT_NORM = 6;
endpackage
`timescale 1ns/1ps
module window_gen_3x3 #(
 parameter int IMG_W = 8,
 parameter int IMG_H = 8
)(
 input logic clk,
 input logic rst,
 input logic in_valid,
 input logic signed [8:0] in_pixel,
 output logic win_valid,
 output logic signed [8:0] windowImg [0:2][0:2],
 output logic [$clog2(IMG_W)-1:0] out_x,
 output logic [$clog2(IMG_H)-1:0] out_y
);
 logic signed [8:0] line1 [0:IMG_W-1];
 logic signed [8:0] line2 [0:IMG_W-1];
 logic signed [8:0] s0[0:2], s1[0:2], s2[0:2];
 logic signed [8:0] win_reg [0:2][0:2];
 genvar gi, gj;
 generate
 for (gi = 0; gi < 3; gi = gi + 1) begin : G_ROW
 for (gj = 0; gj < 3; gj = gj + 1) begin : G_COL
 assign windowImg[gi][gj] = win_reg[gi][gj];
 end
 end
 endgenerate
 int unsigned x, y;
 integer k;
 always_ff @(posedge clk) begin
 if (rst) begin
 x <= 0;
 y <= 0;
 win_valid <= 0;
 out_x <= '0;
 out_y <= '0;
 for (k = 0; k < IMG_W; k = k + 1) begin
 line1[k] <= '0;
 line2[k] <= '0;
 end
 for (k = 0; k < 3; k = k + 1) begin
 s0[k] <= '0;
 s1[k] <= '0;
 s2[k] <= '0;
 win_reg[0][k] <= '0;
 win_reg[1][k] <= '0;
 win_reg[2][k] <= '0;
 end
 end else begin
 win_valid <= 0;
 if (in_valid) begin
 s0[0] <= s0[1]; s0[1] <= s0[2]; s0[2] <= line2[x];
 s1[0] <= s1[1]; s1[1] <= s1[2]; s1[2] <= line1[x];
 s2[0] <= s2[1]; s2[1] <= s2[2]; s2[2] <= in_pixel;
 line2[x] <= line1[x];
 line1[x] <= in_pixel;
 if (y >= 2 && x >= 2) begin
 win_reg[0][0] <= s0[0]; win_reg[0][1] <= s0[1]; win_reg[0][2] <= s0[2];
 win_reg[1][0] <= s1[0]; win_reg[1][1] <= s1[1]; win_reg[1][2] <= s1[2];
 win_reg[2][0] <= s2[0]; win_reg[2][1] <= s2[1]; win_reg[2][2] <= s2[2];
 win_valid <= 1;
 out_x <= x - 2;
 out_y <= y - 2;
 end
 if (x == IMG_W-1) begin
 x <= 0;
 if (y != IMG_H-1) y <= y + 1;
 end else begin
 x <= x + 1;
 end
 end
 end
 end
endmodule
File: run.sh
#!/bin/bash
# OpenROAD 26Q1-2900-gdf79404cd8, Yosys 0.63+post, stock flow scripts
make -C /OpenROAD-flow-scripts/flow DESIGN_CONFIG=/design/flow/config.mk WORK_HOME=/design/flow/orfs finish
==> out/qor.json <==
{
  "detail_route.first_pass.iterations": 5,
  "grt_remaining_overflow": 0,
  "period_minus_slack_ns": 4.51,
  "postSynth.topFlopCell": "edfxtp_1",
  "clock.fmax_mhz": 221,
  "num_rows": 71,
  "critical_path.max_fanout": 40,
  "grt_pass1_wl_um": 49400,
  "pre_cts_ws_ns": 4.50,
  "detailedPlacementHpwl_um": 19400,
  "die_height_um": 199,
  "top_layout_cells": "edfxtp_1 (270), nor2_1 (198), and2_1 (121)",
  "final_antenna_net_count": 0,
  "worst_path_most_repeated_cell": "nand2b_1",
  "setup.reg_to_reg.worst_slack_ns": 6.65,
  "internal_power_w": 0.00277,
  "num_antenna_cells": 0,
  "cp.arrival_ns": 4.66,
  "synth_sequential_area_ratio_pct": 66.5,
  "global_route.peak_usage_layer": "met1",
  "slowest_stage": "nand2b_1",
  "pwr-share-comb_pct": 4.9,
  "netSwitchingPower_w": 0.000749,
  "holdBufCountCts": 0,
  "met2_usage_grt_pct": 24.8,
  "worst_setup_path_endpoint": "line2[6][2]$_SDFFCE_PN0P_",
  "seqPwrFrac_pct": 52.8,
  "floorplan.initialDensity_pct": 40.9,
  "ff2ff_path_depth": 3,
  "cts_tree": "done",
  "worst_hold_path_type": "flip-flop to flip-flop",
  "worst_pin_slew_ns": 0.974,
  "synth_flops": 380,
  "initialDrtViolationCount": 451,
  "fp.dieW_um": 199,
  "slew_viols_final": 0,
  "synth_async_sr_flop_share_pct": 0,
  "post_cts_buffers": 0,
  "area_delta_synth_final_pct": 18.6,
  "insertion_delay_ns": 0.54,
  "timing.critical_path.cells": "clkdlybuf4s50_1 > nand2b_1 > nor2_1 > buf_4 > nand2_1 > nand2b_1",
  "grt_pass1_vias": 8979,
  "design.die.area_um2": 39600,
  "pin_count_of_the_biggest_net_entering_global_routing": 94,
  "gpl.final_weighted_congestion": 0.833,
  "mappedNetlistArea_um2": 15500,
  "worstSetupPathDepth": 6,
  "topCellsByArea": "edfxtp_1 (52%), dfxtp_1 (14%), mux4_2 (5.2%), and2_1 (4.9%), nor2_1 (4.8%)",
  "post_synthesis_mean_instance_area_um2": 13.4,
  "count_of_unique_library_cells_instantiated_by_yosys": 40,
  "max-vdd-ir-drop_mv": 0.0978,
  "largest_register_ffs": 81,
  "dr_total_vias": 8992,
  "synth.yosys.chip_area_um2": 15500,
  "gr-usage-met1_pct": 26.4,
  "grt_antenna_before_repair": 0,
  "fillCellCount": 3233,
  "cp_data_required_time_ns": 9.65,
  "sw_frac_of_total_pct": 21.3,
  "route.detailed.wl_per_inst_um": 17.1,
  "post-route-period-util_pct": 47.5,
  "clock_tree.buffer_depth": 3,
  "drv_cap": 0,
  "layout_top_cell": "edfxtp_1",
  "inserted_clock_buffers": 39,
  "edf_count": 270,
  "path_clk_slew_ns": 0.06,
  "post-synth-top-area-fraction_pct": 52.3,
  "final-setup-viol-count": 0,
  "residual_drc_count": 0,
  "relSlewSlack_pct": 35.0,
  "setup.worst_path.start_class": "input pin",
  "final.setup.tns_ns": 0,
  "criticalPathCategory": "input pin to flip-flop",
  "power_leakage_nw": 6.72,
  "holdWs_ns": 0.489,
  "avgViaCountPerCell": 4.97,
  "log.warning_count": 30,
  "worstSetupEndpointType": "flip-flop",
  "floorplan.core_area_um2": 37900,
  "finalCoreUtilization_pct": 48.5,
  "critical-path-top-delay-family": "simple AND/OR/NAND/NOR gates",
  "post-synth-top-area-cell": "edfxtp_1",
  "worst_r2r_startpoint": "x[1]$_SDFFE_PP0P_",
  "layout-drive-gt1-share_pct": 10.7,
  "clock_tree_root_driver_cell": "clkbuf_16",
  "ys_cells": 1160,
  "h-tree-depth": 2,
  "crit-reg2reg-capture": "line1[3][4]$_SDFFCE_PN0P_",
  "top_level_ports": 100,
  "port-buffer-count": 99,
  "finalHoldViolCount": 0,
  "route.final.wire_length_um": 31000,
  "cts_repair_resize_count": 0,
  "cpPeakStageDelay_ns": 0.71,
  "worstPathBufferInverterCount": 2,
  "clkSinkCount": 380,
  "clkPwrFrac_pct": 42.3,
  "power.density_nw_per_um2": 191,
  "setup_slack_ns": 4.99,
  "rsz0062_at_grt": "no",
  "groute.layer.met3.usage_pct": 7.52,
  "fin_clk_skew_ns": 0.0242,
  "syn_inst": 1160,
  "grt_use_total_pct": 17.2,
  "synth.yosys.warnings": 0,
  "total_power_w": 0.00351,
  "critical_path.startpoint": "in_valid",
  "outcome": "finished clean"
}
[worst min path at each step]
stage / slack, ns / endpoint / from / depth (start not counted)
CTS: 0.50 / win_reg[1][9]$_SDFFE_PP0P_ / win_reg[1][9]$_SDFFE_PP0P_ / 2
finish: 0.49 / win_reg[1][9]$_SDFFE_PP0P_ / win_reg[1][9]$_SDFFE_PP0P_ / 2
global route: 0.51 / y[13]$_SDFFE_PP0P_ / y[13]$_SDFFE_PP0P_ / 2
[synth_stat cells, types with 4 or more instances]
cell type,number
nand4_1,27
a21oi_1,8
mux4_2,36
nand2_1,23
and2_1,121
and4_1,10
nand3_1,28
xnor2_1,10
or2_2,4
ha_1,9
a211oi_1,4
mux2i_1,56
nor3_1,8
buf_2,11
edfxtp_1,270
inv_1,8
and3_1,77
dfxtp_1,110
nor2_1,199
nor4_1,10
nand2b_1,11
clkbuf_1,48
xor2_1,45
[cell type report]
type	instances	area, um^2	area share, %
Clock inverter	21	170	0.925
Tap cell	511	639	3.48
Inverter	8	30.0	0.163
Timing Repair Buffer	127	1200	6.50
Clock buffer	51	1080	5.89
Sequential cell	380	10300	56.1
Multi-Input combinational cell	711	4960	27.0
[tightest hold or removal path, cell delays in order (launching register included)]
cell,delay (ns)
dfxtp_1,0.32
mux2i_1,0.06
nor2_1,0.07
[layer usage]
metal	share of wire, %	up-vias
met2	44	307
li1	-	4415
met1	44	4223
met3	9.8	45
met4	1.7	2
met5	0.18	-
[cells by family after synthesis]
family                   Yosys count  synth area share (%)
AND/OR/NAND/NOR                  535                  18.2
XOR/XNOR                          55                  3.11
multiplexers                      93                  8.91
AND-OR/OR-AND                     19                 0.799
buffers and inverters             69                  1.76
adder cells (fa/ha/maj)            9                 0.726
flip-flops                       380                  66.5
[power groups by stage]
| stage | clock, W | combinational (W) | sequential (W) |
|---|---|---|---|
| 4_1_cts | 0.00153 | 0.000177 | 0.00186 |
| 5_1_grt | 0.00159 | 0.000191 | 0.00186 |
| 6_report | 0.00149 | 0.000174 | 0.00186 |
[metrics by stage]
stage | area, um^2 | std cells
2_1_floorplan | 15500 | 1160
3_3_place_gp | 17100 | 1737
3_5_place_dp | 17100 | 1737
4_1_cts | 18400 | 1809
5_1_grt | 18400 | 1809
6_report | 18400 | 1809
Power is estimated from default activity; no workload was simulated.
